## flow/run.sh

```bash
#!/bin/bash
# OpenROAD 26Q1-2900-gdf79404cd8, Yosys 0.63+post, stock flow scripts
make -C /OpenROAD-flow-scripts/flow DESIGN_CONFIG=/design/flow/config.mk WORK_HOME=/design/flow/orfs finish
```

## flow/config.mk

```make
export PLATFORM = sky130hd
export DESIGN_NAME = top_control_alu
export DESIGN_NICKNAME = top_control_alu
export VERILOG_FILES = /design/flow/design.v
export SDC_FILE = /design/flow/constraint.sdc
export NUM_CORES = 4
export LEC_CHECK = 1
export CORE_AREA = 10 10 70 70
export DIE_AREA = 0 0 80 80
export SYNTH_HDL_FRONTEND = slang
```

## flow/constraint.sdc

```tcl
current_design top_control_alu

set clk_period 2.3
set clk_io_pct 0.2

create_clock -name clk0 -period $clk_period

set non_clock_inputs [all_inputs -no_clocks]
set_input_delay [expr $clk_period * $clk_io_pct] -clock clk0 $non_clock_inputs
set_output_delay [expr $clk_period * $clk_io_pct] -clock clk0 [all_outputs]
```

## flow/design.v

```verilog
`timescale 1ns / 1ps
module alucontrol(
    input  logic [1:0] op,   
    input  logic [2:0] x,      
    input  logic       y,      
    output logic [3:0] out     
);
always_comb begin
    case(op)
        2'b00: out = 4'b0000; 
        2'b01: out = 4'b0001; 
        2'b10: begin         
            case(x)          
                3'b000: out = y ? 4'b0001 : 4'b0000; 
                3'b010: out = 4'b0101;              
                3'b011: out = 4'b0110;            
                3'b100: out = 4'b0100;              
                3'b110: out = 4'b0011;              
                3'b111: out = 4'b0010;              
                3'b001: out = 4'b0111;              
                3'b101: out = y ? 4'b1001 : 4'b1000; 
                default: out = 4'b0000;
            endcase
        end
        default: out = 4'b0000;
    endcase
end
endmodule
`timescale 1ns / 1ps
module control_unit(
    input logic [6:0]opcode,
    output logic regwrite,
    output logic alusrc,
    output logic memread,
    output logic memwrite,
    output logic memtoreg,
    output logic branch,
    output logic [1:0] aluop
);
    always_comb
    begin
    regwrite = 1'b0;
    alusrc   = 1'b0;
    memread  = 1'b0;
    memwrite = 1'b0;
    memtoreg = 1'b0;
    branch   = 1'b0;
    aluop    = 2'b00;
    case(opcode)
      7'b0000011:   
      begin 
    regwrite = 1'b1;
    alusrc   = 1'b1;
    memread  = 1'b1;
    memwrite = 1'b0;
    memtoreg = 1'b1;
    branch   = 1'b0;
    aluop    = 2'b00;
        end
      7'b0110011:
        begin 
    regwrite = 1'b1;
    alusrc   = 1'b0;
    memread  = 1'b0;
    memwrite = 1'b0;
    memtoreg = 1'b0;
    branch   = 1'b0;
    aluop    = 2'b10;
        end
      7'b0010011: 
        begin 
    regwrite = 1'b1;
    alusrc   = 1'b1;
    memread  = 1'b0;
    memwrite = 1'b0;
    memtoreg = 1'b0;
    branch   = 1'b0;
    aluop    = 2'b10;
        end 
      7'b0100011: 
        begin 
    regwrite = 1'b0;
    alusrc   = 1'b1;
    memread  = 1'b0;
    memwrite = 1'b1;
    memtoreg = 1'b0;
    branch   = 1'b0;
    aluop    = 2'b00;
        end
      7'b1100011:
        begin 
    regwrite = 1'b0;
    alusrc   = 1'b0;
    memread  = 1'b0;
    memwrite = 1'b0;
    memtoreg = 1'b0;
    branch   = 1'b1;
    aluop    = 2'b01;
        end 
        endcase
end
endmodule
`timescale 1ns / 1ps
module top_control_alu(
    input  logic [6:0] opcode,   
    input  logic [2:0] funct3,  
    input  logic  funct7,   
    output logic [3:0] alu_ctrl, 
    output logic       regwrite,
    output logic       alusrc,
    output logic       memread,
    output logic       memwrite,
    output logic       memtoreg,
    output logic       branch
);
    logic [1:0] aluop;
    control_unit CU (
        .opcode(opcode),
        .regwrite(regwrite),
        .alusrc(alusrc),
        .memread(memread),
        .memwrite(memwrite),
        .memtoreg(memtoreg),
        .branch(branch),
        .aluop(aluop)
    );
    alucontrol ALUCTRL (
        .op(aluop),
        .x(funct3),
        .y(funct7),
        .out(alu_ctrl)
    );
endmodule
```

==> impl_results.rst <==
Flow metrics
------------

.. list-table::
   :header-rows: 1

   * - Metric
     - Value
   * - Status
     - complete, no violations
   * - Sw Ratio
     - 0.405
   * - Total overflow reported by the global router
     - 0
   * - Share of the yosys chip area belonging to registers
     - 0
   * - Min Tclk post-route
     - 2.21 ns
   * - First-pass GRT wire length
     - 1520 µm
   * - Area of the synthesized netlist per yosys stat
     - 195 µm²
   * - Mean routed wirelength per cell
     - 8.98 µm
   * - Ports
     - 21
   * - DRT iter0 DRCs
     - 11
   * - Internal power
     - 0.0340 mW
   * - Top cells, area
     - ha_1 (13%), nor2_1 (7.7%), and2_1 (6.4%), nand2b_1 (6.4%), nor2b_1 (6.4%)
   * - Clock tree buffer count of the final layout
     - 0
   * - Die width
     - 80 µm
   * - Detail Placement HPWL
     - 738 µm
   * - Floorplan-stage core utilization
     - 0.0571
   * - N_diodes
     - 0
   * - Data arrival time of the critical path
     - 1.75 ns
   * - Gate count after technology mapping
     - 29
   * - Largest fanout on the critical path
     - 3
   * - Initial antenna violation count
     - 0
   * - Proportion of layout cells with a drive suffix above 1
     - 0.557
   * - Worst path cell trace
     - buf_6 > nand2_4 > nor4_4 > and2_4 > ha_4 > nand2b_4 > a21o_1 > o22ai_1 > buf_2
   * - Placer congestion estimate
     - 0.716
   * - Slack of the critical path
     - 0.0858 ns
   * - CP top delay family
     - simple AND/OR/NAND/NOR gates
   * - Sum of negative setup slack
     - 0 ns
   * - Worst-case headroom to the max-slew limit
     - 0.825
   * - Max-cap check violation count
     - 0
   * - Most repeated cell in the gate-level netlist after synthesis
     - nor2_1
   * - Top cell area share
     - 0.128
   * - Count of vias placed by the detailed router
     - 327
   * - Initial DRT Pass Iterations
     - 4
   * - Critical path start-end classification
     - in2out
   * - Min-Delay Path Class
     - in2out
   * - Unrepaired setup endpoints after global routing
     - yes
   * - Total power divided by cell area
     - 93.8 nW/µm²
   * - Pins Over Slew Limit
     - 0
   * - Critical Path Source Type
     - input port
   * - FF/Latch Area
     - 0 µm²
   * - Total detailed-routing wirelength
     - 961 µm
   * - Capturing element type of the critical path
     - output pin
   * - Netlist Area Pre-Place
     - 195 µm²
   * - Critical Path RT
     - 1.84 ns
   * - Worst-Margin Slew
     - 0.261 ns
   * - Fraction of power consumed by the clock network
     - 0
   * - Post-Layout Cell Count
     - 107
   * - Post-layout util
     - 0.178
   * - OpenROAD warning count
     - 34
   * - Seq cells
     - 0
   * - Area growth syn-to-layout
     - 212%
   * - Logic pwr share
     - 1.000
   * - Delay contributed by the slowest stage of the critical path
     - 0.28 ns
   * - Number of warnings reported in the yosys synthesis log
     - 0
   * - Fraction of power consumed by sequential logic
     - 0
   * - Yosys cell count
     - 29
   * - Total of buffers placed on input and output ports
     - 21
   * - Buffer and inverter count on the worst path
     - 2
   * - Standard-cell rows
     - 21
   * - DRC violation count after routing
     - 0
   * - Maximum VDD drop
     - 54.0 µV
   * - Count of placed standard cells including taps
     - 103
   * - Total global-route track usage
     - 0.0279
   * - Vertical extent of the die
     - 80 µm
   * - Pin count of the biggest net entering global routing
     - 6
   * - Post-Place Setup Slack
     - -0.805 ns
   * - Vias in the first global route
     - 321
   * - Mean area per synthesized cell
     - 6.73 µm²
   * - Switching Power
     - 0.0231 mW
   * - Ratio of routed vias to standard cells
     - 3.06
   * - Count of final setup violators
     - 0
   * - Share of the clock period used by the worst path
     - 0.963
   * - Number of routed nets with antenna violations
     - 0
   * - Most area-hungry cell type in the Yosys netlist
     - ha_1
   * - Highest-delay cell along the critical path
     - nor4_4
   * - Static Leakage
     - 0.275 nW
   * - Total Die Area
     - 6400 µm²
   * - Final count of hold timing violations
     - 0
   * - Fmax achieved
     - 452 MHz
   * - Count of distinct cell types in the synthesized netlist
     - 21
   * - Floorplan core area
     - 3420 µm²
-- kinds of logic after synthesis --
family / synth area share
compound gates: 0.180
xor+xnor: 0.0449
fa+ha+maj: 0.128
buf+inv: 0.0577
simple gates: 0.590
-- repair_timing --
action,CTS,global route
setup buffers,3,1
resized,47,14
endpoints found under the setup margin,10,5
hold buffers,0,0
pin swaps,10,3
hold endpoints to repair,0,0
-- through the flow --
stage	power (mW)	cell area [µm²]	hold WS [ns]
2_1_floorplan	0.00917	195	0.938
3_3_place_gp	0.0427	515	1.96
3_5_place_dp	0.0432	515	1.96
4_1_cts	0.0483	573	1.41
5_1_grt	0.0616	609	1.41
6_report	0.0572	609	1.38
-- power groups by stage --
stage | sequential (mW) | clock (mW) | combinational [mW]
after CTS | 0 | 0 | 0.0483
after global routing | 0 | 0 | 0.0616
final | 0 | 0 | 0.0572
-- placed cells by master (no fill, tap or decap), types with 2 or more instances in the layout --
cell type	instances
buf_4	10
dlygate4sd2_1	5
nor3_4	2
clkdlybuf4s50_1	6
buf_6	4
nor2_1	4
buf_2	6
-- path summary, 6_finish.rpt --
path | from | endpoint | slack (ns) | cells after the start
min | opcode[3] | memread | 1.38 | 5
max | opcode[1] | alu_ctrl[0] | 0.09 | 9
-- area by class of cell --
cell class | instances | area, µm²
tap | 46 | 57.6
inverter | 1 | 3.75
fill | 390 | 2810
timing repair buffer | 33 | 285
multi-input combinational | 27 | 263
-- routing by layer --
metal | global-route usage | wire length, µm | vias up
met5 | 0 | 0 | -
met4 | 0 | 0 | 0
met3 | 0.0159 | 153 | 0
met2 | 0.0361 | 311 | 19
met1 | 0.0409 | 496 | 138
li1 | - | - | 170
No activity file was given, so power comes from the tool's default toggle rates.
